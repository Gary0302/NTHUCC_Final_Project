==> design.v <==
`timescale 1ns/1ps
module ALU (
    input  [7:0] A,
    input  [7:0] B,
    input  [3:0] instruction,
    output reg [7:0] F
);
    always @(*) begin
        case (instruction)
            4'b0000: F = A + B;                                    
            4'b0001: F = A - B;                                    
            4'b0010: F = A >> B;                                   
            4'b0011: F = A << B;                                   
            4'b0100: F = (A >> B) | (A << (8 - B));               
            4'b0101: F = (A << B) | (A >> (8 - B));               
            4'b0110: F = A & B;                                    
            4'b0111: F = A | B;                                    
            4'b1000: F = ~A;                                       
            4'b1001: F = A ^ B;                                    
            default: F = 8'h00;                                    
        endcase
    end
endmodule
`timescale 1ns/1ps
module top (
    input clk,
    input rst_n,
    input start,
    input valid,
    input [7:0] data_A,
    input [7:0] data_B,
    input [3:0] instruction,
    input [7:0] count,
    output reg [7:0] third_largest,
    output reg finish
);
    wire rst = ~rst_n;
    wire [7:0] alu_result;
    ALU alu_inst (
        .A(data_A),
        .B(data_B),
        .instruction(instruction),
        .F(alu_result)
    );
    localparam [1:0] IDLE = 2'b00,
                     WAIT_DATA = 2'b01,
                     COLLECT = 2'b10,
                     DONE = 2'b11;
    reg [1:0] current_state, next_state;
    reg [7:0] largest, second_largest, third_largest_temp;
    reg [7:0] data_counter;
    reg [7:0] total_data_count;
    reg start_detected;
    always @(posedge clk or posedge rst) begin
        if (rst)
            current_state <= IDLE;
        else
            current_state <= next_state;
    end
    always @(*) begin
        case (current_state)
            IDLE: begin
                if (start)
                    next_state = WAIT_DATA;
                else
                    next_state = IDLE;
            end
            WAIT_DATA: begin
                if (!start && valid)
                    next_state = COLLECT;
                else
                    next_state = WAIT_DATA;
            end
            COLLECT: begin
                if (data_counter >= total_data_count)
                    next_state = DONE;
                else
                    next_state = COLLECT;
            end
            DONE: begin
                next_state = IDLE;
            end
            default: next_state = IDLE;
        endcase
    end
    always @(posedge clk or posedge rst) begin
        if (rst) begin
            largest <= 8'h00;
            second_largest <= 8'h00;
            third_largest_temp <= 8'h00;
            data_counter <= 8'h00;
            total_data_count <= 8'h00;
            third_largest <= 8'h00;
            finish <= 1'b0;
            start_detected <= 1'b0;
        end
        else begin
            case (current_state)
                IDLE: begin
                    finish <= 1'b0;
                    if (start) begin
                        largest <= 8'h00;
                        second_largest <= 8'h00;
                        third_largest_temp <= 8'h00;
                        data_counter <= 8'h00;
                        total_data_count <= count;
                        start_detected <= 1'b1;
                    end
                    else begin
                        start_detected <= 1'b0;
                    end
                end
                WAIT_DATA: begin
                    finish <= 1'b0;
                end
                COLLECT: begin
                    finish <= 1'b0;
                    if (valid) begin
                        data_counter <= data_counter + 8'h01;
                        if (alu_result > largest) begin
                            third_largest_temp <= second_largest;
                            second_largest <= largest;
                            largest <= alu_result;
                        end
                        else if ((alu_result > second_largest) && (alu_result != largest)) begin
                            third_largest_temp <= second_largest;
                            second_largest <= alu_result;
                        end
                        else if ((alu_result > third_largest_temp) && 
                                (alu_result != largest) && 
                                (alu_result != second_largest)) begin
                            third_largest_temp <= alu_result;
                        end
                    end
                end
                DONE: begin
                    third_largest <= third_largest_temp;
                    finish <= 1'b1;   
                end
                default: begin
                    finish <= 1'b0;
                end
            endcase
        end
    end
endmodule
==> run.sh <==
#!/bin/bash
# OpenROAD 26Q1-2900-gdf79404cd8, Yosys 0.63+post, stock flow scripts
make -C /OpenROAD-flow-scripts/flow DESIGN_CONFIG=/design/flow/config.mk WORK_HOME=/design/flow/orfs finish
==> config.mk <==
export PLATFORM = sky130hd
export DESIGN_NAME = top
export DESIGN_NICKNAME = top
export VERILOG_FILES = /design/flow/design.v
export SDC_FILE = /design/flow/constraint.sdc
export NUM_CORES = 4
export LEC_CHECK = 1
export CORE_UTILIZATION = 50
==> constraint.sdc <==
current_design top

set clk_period 4.3
set clk_io_pct 0.2

create_clock -name clk0 -period $clk_period [get_ports {clk}]

set non_clock_inputs [all_inputs -no_clocks]
set_input_delay [expr $clk_period * $clk_io_pct] -clock clk0 $non_clock_inputs
set_output_delay [expr $clk_period * $clk_io_pct] -clock clk0 [all_outputs]
==> impl_metrics.toml <==
# flow metrics
[final_timing]
hold_violations = 0
fin_ws_ns = -0.394
finalClockPeriodUsage_pct = 109
rsz0062_at_grt = "yes"
finClkSkew_ns = 0.00893
relSlewSlack_pct = 53.5
slew_violations = 0
tightestPinTransition_ns = 0.697
period_needed_ns = 4.69
setup_viol = 24
fmax_ghz = 0.213

[worst_setup_path]
cp-end-kind = "flop"
worst_ep_required_time_ns = 4.53
worstSetupPathType = "in2reg"
start_kind = "input port"
cp_max_fo = 7
arrival_ns = 4.92

[logic_synthesis]
synth_chip_area_sq_mm = 0.00558
synthDistinctLibCells = 81
ys.flops = 53
synthCells = 647
synth_seq_share_pct = 23.8
yosysMostFrequentCell = "inv_1"
synth.top_cells.by_count = "inv_1, ha_1, nor2_1"
edf_count = 0
synth.area.top_cells = "dfrtp_1, ha_1, mux2_2, mux2i_1, inv_1"
top_area_cell = "dfrtp_1"
synth_area_sq_mm = 0.00558
yosys_most_used_dff = "dfrtp_1"
yosys_cells = 647
top_area_share_pct = 23.3
yosysWarnings = 2
ys_async_sr_fraction_pct = 100
syn_area_per_cell_sq_um = 8.63

[power_and_ir_drop]
power_switching_w = 0.00117
sequentialPowerShare_pct = 26.0
power_w = 0.00287
intPower_w = 0.00170
pwr-share-clk_pct = 9.8
p_comb_share_pct = 64.3
cellPowerDensity_mw_per_mm2 = 373
p_leak_nw = 3.49
swShare_pct = 40.8
peakVddDrop_uv = 302

[floorplan]
row_count = 38
dieWidth_um = 108
coreArea_sq_mm = 0.0108
io_pins = 41
fp_util_pct = 51.5
die-area_sq_mm = 0.0116
die_h_um = 108

[clock_tree]
clockBufferDepth = 2
numCtsBuffers = 5
cts_tree = "done"
clk_pin_slew_ns = 0.09
cts_root_buf = "clkbuf_8"
numClockSinks = 53
htreeDepth = 2
clk_latency_ns = 0.31

[drt]
routed_via_density = 5.95
diodes = 0
drtIter0Drc = 406
finalWirelength_um = 18500
drc = 0
vias = 5754
wl_per_cell_um = 19.1
drtPass1Iterations = 5
ant_nets = 0

[status]
status = "complete, but fails checks"
violations = "negative setup slack"

[grt]
antenna_found_initial = 0
grt_usage_pct = 32.6
grt_pass1_vias = 5427
overflow = 0
grt_pass1_wl_um = 28100
grt_max_degree = 54

[cells_and_area]
final_core_util_pct = 70.9
syn_to_final_growth_pct = 37.7
logic_area_sq_mm = 0.00418
regArea_sq_mm = 0.00133
drive_gt1_share_pct = 35.7
fill_cells = 784

[placed_design]
gp_congestion = 1.04
dp_hpwl_um = 13900
port_buffers = 40

[flow_run]
tool_warnings = 37
maxCapViolations = 0

[hold_path]
hp-class = "reg2reg"
-- flip-flops by register name (all words and copies together) (netlist names) --
name and cells:
current_state 4, data_counter 8, finish 1, largest 8, second_largest 8, third_largest 8
third_largest_temp 8, total_data_count 8
-- final timing paths --
path / endpoint / from / slack, ns / cells past startpoint
max: third_largest_temp[0] / instruction[1] / -0.39 / 23
min: third_largest[4] / third_largest_temp[4] / 0.51 / 1
max reg2reg: third_largest_temp[0] / second_largest[5] / 1.62 / 11
min reg2reg: third_largest[4] / third_largest_temp[4] / 0.51 / 1
max in group asynchronous: total_data_count[1] / rst_n / 3.20 / 2
min in group asynchronous: second_largest[0] / rst_n / 0.65 / 2
-- power by group through the flow --
| stage | Sequential [W] | Combinational [W] | Clock (W) |
|---|---|---|---|
| after CTS | 0.000740 | 0.00166 | 0.000287 |
| after global routing | 0.000766 | 0.00198 | 0.000308 |
| final | 0.000745 | 0.00184 | 0.000280 |
-- critical path, stage by stage --
cell and delay [ns]:
buf_2 0.13, nor3_4 0.20, and2_4 0.21, nor2_1 0.06, xnor2_1 0.12, ha_1 0.31, nor2b_4 0.15, o21ai_2 0.17
a21boi_2 0.08, o21a_1 0.19, nor2_1 0.11, xor2_1 0.15, o211ai_1 0.15, ha_1 0.36, nand4_1 0.16, nor2_1 0.06
a211o_1 0.28, a22o_1 0.20, a21oi_2 0.12, nand4_1 0.25, nand2_1 0.35, nand4_1 0.17, o221ai_2 0.09
-- logic make-up after synthesis --
family,Yosys count,synth area share [%]
XOR/XNOR,18,2.96
AND-OR/OR-AND,164,21.6
buffers and inverters,94,6.95
adder cells (fa/ha/maj),56,12.7
AND/OR/NAND/NOR,203,19.1
multiplexers,59,13.0
flip-flops,53,23.8
-- layout by cell type, fill, tap and decap left out, drive strengths merged, types with 5 or more instances in the layout --
cell | netlist | layout
xor2 | 7 | 7
o221ai | 6 | 6
a21oi | 27 | 27
nand2b | 7 | 7
o211ai | 7 | 7
dfrtp | 52 | 52
mux2 | 27 | 27
ha | 54 | 54
clkdlybuf4s50 | 0 | 28
o22ai | 12 | 12
inv | 56 | 56
nor3 | 13 | 13
clkbuf | 25 | 6
nand2 | 50 | 50
mux4 | 8 | 8
xnor2 | 11 | 11
dlygate4sd2 | 0 | 6
and2 | 5 | 5
a21o | 11 | 11
and3 | 5 | 5
nand4 | 16 | 16
nor4 | 6 | 6
o21ai | 33 | 33
buf | 12 | 175
a31o | 6 | 6
nor2b | 8 | 8
nor2 | 56 | 56
a211oi | 6 | 6
mux2i | 24 | 24
a22o | 13 | 13
a31oi | 9 | 9
nand3 | 16 | 16
-- per-layer routing --
metal / global-route usage (%) / share of wire, % / vias to the layer above
met2: 54.8 / 48 / 226
met3: 2.10 / 4.9 / 57
met4: 13.2 / 5.2 / 0
li1: - / - / 2745
met5: 0 / 0 / -
met1: 44.3 / 42 / 2726
-- stage by stage --
step | instance area (sq um) | setup WS [ns] | cells | hold slack (ns) | TNS (ns)
after global placement | 7180 | -1.27 | 936 | 0.488 | -27.13
after detailed placement | 7180 | -1.33 | 936 | 0.487 | -28.23
final | 7690 | -0.394 | 967 | 0.508 | -7.73
after global routing | 7690 | -0.581 | 967 | 0.525 | -12.63
after floorplan | 5700 | -0.828 | 647 | 0.352 | -14.62
after CTS | 7500 | -0.322 | 961 | 0.509 | -5.98
-- area by class of cell --
class	count	area share, %
clock inverters	2	0.179
flip-flops and latches	53	17.3
inverters	57	2.90
repair buffers	209	22.0
well taps	140	2.28
multi-input cells	500	54.4
clock buffers	6	0.944
-- repair_timing --
item                                    CTS  global route
hold buffers                              0             0
endpoints found under the setup margin   24            24
resized                                  55            31
pin swaps                                37            32
buffers inserted                         17             5
gates cloned                              0             1
Power figures rest on the tool's default switching activity, not on a simulated workload.
